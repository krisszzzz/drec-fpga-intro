**./config.mk**
```make
export PLATFORM = sky130hd
export DESIGN_NAME = rf_2r1w
export DESIGN_NICKNAME = rf_2r1w
export VERILOG_FILES = /design/flow/design.v
export SDC_FILE = /design/flow/constraint.sdc
export NUM_CORES = 4
export LEC_CHECK = 1
export CORE_UTILIZATION = 40
```
**./constraint.sdc**
```tcl
current_design rf_2r1w

set clk_period 5.1
set clk_io_pct 0.2

create_clock -name clk0 -period $clk_period [get_ports {clk}]

set non_clock_inputs [all_inputs -no_clocks]
set_input_delay [expr $clk_period * $clk_io_pct] -clock clk0 $non_clock_inputs
set_output_delay [expr $clk_period * $clk_io_pct] -clock clk0 [all_outputs]
```
**./design.v**
```verilog
module rf_2r1w(
    input  wire        clk,
    input  wire  [4:0] i_rd_addr_1port,
    input  wire  [4:0] i_rd_addr_2port,
    output wire [31:0] o_rd_data_1port,
    output wire [31:0] o_rd_data_2port,
    input  wire   [4:0] i_wr_addr,
    input  wire  [31:0] i_wr_data,
    input  wire         i_wr_en
);
reg [31:0] r[31:0];  
assign o_rd_data_1port = r[i_rd_addr_1port];
assign o_rd_data_2port = r[i_rd_addr_2port];
always @(posedge clk) begin
    if ( i_wr_en ) begin
        r[i_wr_addr] <= i_wr_data;
    end
end
endmodule
```
**./run.sh**
```bash
#!/bin/bash
# OpenROAD 26Q1-2900-gdf79404cd8, Yosys 0.63+post, stock flow scripts
make -C /OpenROAD-flow-scripts/flow DESIGN_CONFIG=/design/flow/config.mk WORK_HOME=/design/flow/orfs finish
```
==> impl_metrics.tcl <==
# collected from the flow reports
set metrics [dict create \
    top_area_cell "edfxtp_1" \
    detailedRoute.firstIterationViolations 2077 \
    cts_tree "yes" \
    fillers 10400 \
    ff_type "edfxtp_1" \
    drv_slew 0 \
    syn2layout_area_growth_pct 15.5 \
    ys_types 23 \
    worst_pin_slew_ns 0.856 \
    holdCritStartpoint "i_wr_data[3]" \
    synth.avg_cell_area_sq_um 14.4 \
    min_to "r[11][3]" \
    clockBufferDepth 3 \
    fin_cells 5250 \
    startpoint_type "primary input" \
    openroad.warnings 26 \
    netlist_top_cells_area "edfxtp_1, mux2i_1, a22oi_1" \
    post-place-ws_ns 0.417 \
    io_pins 113 \
    crit_required_ns 4.08 \
    min_delay_path_depth 2 \
    fp.dieW_microns 351 \
    worstHoldPathType "in2reg" \
    first_global_vias 32200 \
    antenna_found_initial 5 \
    reg_top3 "r: 1024 flops" \
    finalSetupViolCount 0 \
    rows 127 \
    synth_top_area_share_pct 63.0 \
    grt_use_total_pct 26.9 \
    async_flop_share_pct 0 \
    cp_max_fo 37 \
    place.detailed.hpwl_microns 89600 \
    synthTopCellsByCount "edfxtp_1, mux2i_1, nand2_1" \
    fp_util_pct 40.5 \
    powerDensity_nw_per_um2 330 \
    synth_seq_share_pct 63.0 \
    irDropWorstVdd_v 0.000280 \
    clock_sinks 1024 \
    finalSetupTns_ns 0 \
    grt_max_degree 66 \
    rsz0062_at_grt "no" \
    grt_pass1_wl_microns 221000 \
    wl_per_cell_microns 29.3 \
    design.die.area_sq_um 123000 \
    cts_htree_levels 3 \
    hold_ws_ns 1.15 \
    clock.fmax_mhz 212 \
    p_leak_nw 20.7 \
    status "completed" \
    fp.coreArea_sq_um 120000 \
    grt_overflow 0 \
    relSlewSlack_pct 42.8 \
    yosys_cells 3386 \
    routed_wl_microns 154000 \
    cts_resized 0 \
    max-cap-violations 0 \
    numSynthFlops 1024 \
    vias_per_cell 5.93 \
    syn_area_sq_um 48800 \
    synthCells 3386 \
    io_buffers 112 \
    min_period_ns 4.72 \
    yosysChipArea_sq_um 48800 \
    fp.dieH_microns 351 \
    cp.arrival_ns 3.70 \
    dp.cells 5054 \
    final_layout_size_suffix_gt1_share_pct 11.0 \
    worst_slack_ns 0.383 \
    crit_path_end_kind "output port" \
    hold_viol 0 \
    drt-pass1-iter-count 5 \
    largest_register_ffs 1024 \
    clkTransAtPathRegs_ns 0.06 \
    ctsHoldBuffers 0 \
    clock-root-buffer "clkbuf_16" \
    postRouteAntennaNets 0 \
    top_register "r" \
    yosysWarnings 1 \
    drc 0 \
    edf_count 1024 \
    final.period_utilization_pct 92.5 \
    cts_buffers 107 \
    crit_type "in2out" \
    gp_congestion 0.904 \
    p_total_w 0.0186 \
    vias 31100 \
    post_cts_buffers 0 \
]
-- power by group --
part	internal (W)	switching, W	total (W)
combinational	0.000721	0.00109	0.00181
sequential	0.00936	0.0000395	0.00940
clock	0.00419	0.00321	0.00740
-- layout by cell type, fill, tap and decap left out, types with 4 or more instances in the layout --
master           instances
nand2b_2                 4
a21oi_1                192
nand2_1                193
bufinv_16                6
clkinv_1                24
edfxtp_1              1024
a31oi_1                 64
clkinv_2                24
nand3_1                194
a22o_1                 128
nor2b_4                  4
nor2_4                  34
buf_4                  125
clkbuf_16              109
clkdlybuf4s50_1        110
a22oi_1                192
nor3_1                  64
buf_12                  72
clkinvlp_4               7
nand3b_1                 5
clkbuf_1                18
mux2i_1               1024
-- routing by layer --
metal  track usage (%)  wire length [microns]
met1              34.9                  56300
met3              16.5                  22400
met4              7.68                   5400
met5             0.314                    104
met2              39.2                  69900
-- how the worst max path moves through the flow --
stage     cells past startpoint               start                  end
4_1_cts                       8  i_rd_addr_2port[0]  o_rd_data_2port[10]
5_1_grt                       9  i_rd_addr_2port[0]   o_rd_data_2port[4]
6_report                      8  i_rd_addr_2port[0]  o_rd_data_2port[10]
-- kinds of logic (layout without fill, tap and decap cells) --
| logic type | Yosys count | count (layout) | share of synthesized area (%) |
|---|---|---|---|
| other | 0 | 3 | 0 |
| multiplexers | 1024 | 1024 | 21.0 |
| AND-OR/OR-AND | 576 | 576 | 8.04 |
| AND/OR/NAND/NOR | 509 | 509 | 4.71 |
| flip-flops | 1024 | 1024 | 63.0 |
| buffers and inverters | 253 | 502 | 3.21 |
-- final cells by class --
cell class                 instances  area [sq um]  area share (%)
clock buffer                     127          2800            4.96
sequential                      1024         30700            54.6
clock inverter                    66           487           0.864
timing repair buffer             309          3510            6.23
multi-input combinational       2109         16800            29.8
antenna                            3          7.51          0.0133
tap                             1612          2020            3.58
-- worst max-delay path: stages --
cell and delay, ns:
clkdlybuf4s50_1 0.66, nor2b_4 0.28, buf_12 0.26, buf_4 0.24
a21oi_1 0.12, a31oi_1 0.32, nand3_1 0.26, clkdlybuf4s50_1 0.47
-- through the flow --
stage	util, %	instance area, sq um
finish	46.8	56300
global route	46.8	56300
CTS	46.8	56300
detailed placement	44.0	53100
global placement	44.0	53100
floorplan	-	48800
Power and IR drop assume default switching activity.
