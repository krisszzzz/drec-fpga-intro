--- design/flow/config.mk ---
export PLATFORM = sky130hd
export DESIGN_NAME = axi_scale
export DESIGN_NICKNAME = axi_scale
export VERILOG_FILES = /design/flow/design.v
export SDC_FILE = /design/flow/constraint.sdc
export NUM_CORES = 4
export LEC_CHECK = 1
export CORE_UTILIZATION = 30
--- design/flow/constraint.sdc ---
current_design axi_scale

set clk_period 14.7
set clk_io_pct 0.2

create_clock -name clk0 -period $clk_period [get_ports {clk}]

set non_clock_inputs [all_inputs -no_clocks]
set_input_delay [expr $clk_period * $clk_io_pct] -clock clk0 $non_clock_inputs
set_output_delay [expr $clk_period * $clk_io_pct] -clock clk0 [all_outputs]
--- design/flow/design.v ---
module addr_gen #(
    parameter ADDR_WIDTH = 32,
    parameter CNT_WIDTH  = 4,
    parameter CNT_SHIFT  = 3
) (
    input  logic clk,
    input  logic rst_n,
    input  logic i_start,
    output logic o_done,
    input  logic [ADDR_WIDTH-1:0] i_rd_base,
    input  logic [ADDR_WIDTH-1:0] i_wr_base,
    input  logic  [CNT_WIDTH-1:0] i_max_cnt,
    output logic [ADDR_WIDTH-1:0] o_rd_addr,
    output logic                  o_rd_addr_vld,
    input  logic                  i_rd_addr_rdy,
    output logic [ADDR_WIDTH-1:0] o_wr_addr,
    output logic                  o_wr_addr_vld,
    input  logic                  i_wr_addr_rdy,
    input  logic                  i_wr_resp_vld
);
logic [CNT_WIDTH-1:0] rd_addr_cnt, wr_addr_cnt, wr_resp_cnt;
logic rd_addr_fire, wr_addr_fire;
logic rd_last, wr_last, wc_last;
assign rd_addr_fire = o_rd_addr_vld && i_rd_addr_rdy;
assign wr_addr_fire = o_wr_addr_vld && i_wr_addr_rdy;
assign rd_last = rd_addr_cnt == i_max_cnt;
assign wr_last = wr_addr_cnt == i_max_cnt;
assign wc_last = wr_resp_cnt == i_max_cnt;
assign o_rd_addr = i_rd_base + ADDR_WIDTH'({rd_addr_cnt, {CNT_SHIFT{1'b0}}});
assign o_wr_addr = i_wr_base + ADDR_WIDTH'({wr_addr_cnt, {CNT_SHIFT{1'b0}}});
always @(posedge clk or negedge rst_n) begin
    if (!rst_n) begin
        o_wr_addr_vld <= 1'b0;
        o_rd_addr_vld <= 1'b0;
        o_done        <= 1'b0;
    end else begin
        if (i_start) begin
            o_rd_addr_vld <= 1'b1;
            o_wr_addr_vld <= 1'b1;
            o_done        <= 1'b0;
        end else begin
            o_rd_addr_vld <= (rd_addr_fire  && rd_last) ? 1'b0 : o_rd_addr_vld;
            o_wr_addr_vld <= (wr_addr_fire  && wr_last) ? 1'b0 : o_wr_addr_vld;
            o_done        <= (i_wr_resp_vld && wc_last) ? 1'b1 : o_done;
        end
    end
end
always @(posedge clk) begin
    if (i_start) begin
        rd_addr_cnt <= '0;
        wr_addr_cnt <= '0;
        wr_resp_cnt <= '0;
    end else begin
        rd_addr_cnt <= rd_addr_fire  ? (rd_addr_cnt + 1'b1) : rd_addr_cnt;
        wr_addr_cnt <= wr_addr_fire  ? (wr_addr_cnt + 1'b1) : wr_addr_cnt;
        wr_resp_cnt <= i_wr_resp_vld ? (wr_resp_cnt + 1'b1) : wr_resp_cnt;
    end
end
endmodule
module axi_scale #(
    parameter M_DATA_WIDTH = 64,
    parameter S_DATA_WIDTH = 32,
    parameter ADDR_WIDTH   = 32
)(
    input  wire clk,
    input  wire rst_n,
    output wire o_irq,
    input  wire       [ADDR_WIDTH-1:0]  s_axil_awaddr,
    input  wire                  [2:0]  s_axil_awprot,
    input  wire                         s_axil_awvalid,
    output wire                         s_axil_awready,
    input  wire     [S_DATA_WIDTH-1:0]  s_axil_wdata,
    input  wire   [S_DATA_WIDTH/8-1:0]  s_axil_wstrb,
    input  wire                         s_axil_wvalid,
    output wire                         s_axil_wready,
    output wire                  [1:0]  s_axil_bresp,
    output wire                         s_axil_bvalid,
    input  wire                         s_axil_bready,
    input  wire       [ADDR_WIDTH-1:0]  s_axil_araddr,
    input  wire                  [2:0]  s_axil_arprot,
    input  wire                         s_axil_arvalid,
    output wire                         s_axil_arready,
    output wire     [S_DATA_WIDTH-1:0]  s_axil_rdata,
    output wire                         s_axil_rvalid,
    input  wire                         s_axil_rready,
    output wire [ADDR_WIDTH-1:0]        m_axi_awaddr,
    output wire                         m_axi_awid,
    output wire [7:0]                   m_axi_awlen,
    output wire [2:0]                   m_axi_awsize,
    output wire [1:0]                   m_axi_awburst,
    output wire [2:0]                   m_axi_awprot,
    output wire [3:0]                   m_axi_awcache,
    output wire                         m_axi_awvalid,
    input  wire                         m_axi_awready,
    output wire [M_DATA_WIDTH-1:0]      m_axi_wdata,
    output wire [M_DATA_WIDTH/8-1:0]    m_axi_wstrb,
    output wire                         m_axi_wlast,
    output wire                         m_axi_wvalid,
    input  wire                         m_axi_wready,
    input  wire [1:0]                   m_axi_bresp,
    input  wire                         m_axi_bid,
    input  wire                         m_axi_bvalid,
    output wire                         m_axi_bready,
    output wire [ADDR_WIDTH-1:0]        m_axi_araddr,
    output wire                         m_axi_arid,
    output wire [7:0]                   m_axi_arlen,
    output wire [2:0]                   m_axi_arsize,
    output wire [1:0]                   m_axi_arburst,
    output wire [2:0]                   m_axi_arprot,
    output wire [3:0]                   m_axi_arcache,
    output wire                         m_axi_arvalid,
    input  wire                         m_axi_arready,
    input  wire [M_DATA_WIDTH-1:0]      m_axi_rdata,
    input  wire                         m_axi_rid,
    input  wire [1:0]                   m_axi_rresp,
    input  wire                         m_axi_rlast,
    input  wire                         m_axi_rvalid,
    output wire                         m_axi_rready
);
localparam NUM_WIDTH = 16;
localparam CNT_WIDTH = 8;
localparam CNT_SHIFT = 6;
assign s_axil_rvalid  = 1'b0;
assign s_axil_arready = 1'b1;
assign m_axi_awid = 1'b0;
assign m_axi_arid = 1'b0;
assign m_axi_bready = 1'b1;
assign m_axi_wstrb = {M_DATA_WIDTH/8{1'b1}};
assign m_axi_awburst = 2'd1;  
assign m_axi_awlen   = 8'd7;  
assign m_axi_awsize  = 3'd3;  
assign m_axi_awprot  = 3'h0;  
assign m_axi_awcache = 4'h0;  
assign m_axi_arburst = 2'd1;  
assign m_axi_arlen   = 8'd7;  
assign m_axi_arsize  = 3'd3;  
assign m_axi_arprot  = 3'h0;  
assign m_axi_arcache = 4'h0;  
wire   [ADDR_WIDTH-1:0] reg_wr_addr;
wire [S_DATA_WIDTH-1:0] reg_wr_data;
wire                    reg_wr_en;
wire start = reg_wr_en && (reg_wr_addr[4:0] == 5'h10) && (reg_wr_data != 0);
wire done;
reg [ADDR_WIDTH-1:0] rd_base;
reg [ADDR_WIDTH-1:0] wr_base;
reg  [CNT_WIDTH-1:0] max_cnt;
reg  [NUM_WIDTH-1:0] scale;
always @(posedge clk) begin
    if (reg_wr_en) begin
        case (reg_wr_addr[4:0])
            5'h0: rd_base <= reg_wr_data;
            5'h4: wr_base <= reg_wr_data;
            5'h8: max_cnt <= reg_wr_data[CNT_WIDTH+CNT_SHIFT-1:CNT_SHIFT] - 1'b1;
            5'hC: scale   <= reg_wr_data[NUM_WIDTH-1:0];
            default: begin end
        endcase
    end
end
axil2reg_wr #(
    .ADDR_WIDTH       (ADDR_WIDTH   ),
    .DATA_WIDTH       (S_DATA_WIDTH )
) u_conv (
    .clk              (clk          ),
    .rst_n            (rst_n        ),
    .s_axil_awaddr    (s_axil_awaddr    ),
    .s_axil_awprot    (s_axil_awprot    ),
    .s_axil_awvalid   (s_axil_awvalid   ),
    .s_axil_awready   (s_axil_awready   ),
    .s_axil_wdata     (s_axil_wdata     ),
    .s_axil_wstrb     (s_axil_wstrb     ),
    .s_axil_wvalid    (s_axil_wvalid    ),
    .s_axil_wready    (s_axil_wready    ),
    .s_axil_bresp     (s_axil_bresp     ),
    .s_axil_bvalid    (s_axil_bvalid    ),
    .s_axil_bready    (s_axil_bready    ),
    .reg_wr_addr      (reg_wr_addr  ),
    .reg_wr_data      (reg_wr_data  ),
    .reg_wr_strb      (             ),
    .reg_wr_en        (reg_wr_en    ),
    .reg_wr_okay      (1'b1         )
);
addr_gen #(
    .ADDR_WIDTH       (ADDR_WIDTH   ),
    .CNT_WIDTH        (CNT_WIDTH    ),
    .CNT_SHIFT        (CNT_SHIFT    )
) u_ag (
    .clk              (clk          ),
    .rst_n            (rst_n        ),
    .i_start          (start        ),
    .o_done           (o_irq        ),
    .i_rd_base        (rd_base      ),
    .i_wr_base        (wr_base      ),
    .i_max_cnt        (max_cnt      ),
    .o_rd_addr_vld    (m_axi_arvalid),
    .o_rd_addr        (m_axi_araddr ),
    .i_rd_addr_rdy    (m_axi_arready),
    .o_wr_addr_vld    (m_axi_awvalid),
    .o_wr_addr        (m_axi_awaddr ),
    .i_wr_addr_rdy    (m_axi_awready),
    .i_wr_resp_vld    (m_axi_bvalid )
);
wire [M_DATA_WIDTH-1:0] data0, data1;
wire                    last;
wire                    valid;
wire                    ready;
generate
genvar i;
for (i = 0; i < M_DATA_WIDTH / NUM_WIDTH; i = i + 1) begin : g_scale
    assign data1[i*NUM_WIDTH +: NUM_WIDTH] = data0[i*NUM_WIDTH +: NUM_WIDTH] * scale;
end
endgenerate
data_buf #(
    .DATAW            (M_DATA_WIDTH ),
    .INFOW            (1            )
) u_buf0 (
    .clk              (clk          ),
    .rst_n            (rst_n        ),
    .i_data           (m_axi_rdata  ),
    .i_info           (m_axi_rlast  ),
    .i_vld            (m_axi_rvalid ),
    .o_rdy            (m_axi_rready ),
    .o_data           (data0        ),
    .o_info           (last         ),
    .o_vld            (valid        ),
    .i_rdy            (ready        )
);
data_buf #(
    .DATAW            (M_DATA_WIDTH ),
    .INFOW            (1            )
) u_buf1 (
    .clk              (clk          ),
    .rst_n            (rst_n        ),
    .i_data           (data1        ),
    .i_info           (last         ),
    .i_vld            (valid        ),
    .o_rdy            (ready        ),
    .o_data           (m_axi_wdata  ),
    .o_info           (m_axi_wlast  ),
    .o_vld            (m_axi_wvalid ),
    .i_rdy            (m_axi_wready )
);
endmodule
module data_buf #(
    parameter DATAW = 64,
    parameter INFOW = 1
) (
    input  logic clk,
    input  logic rst_n,
    input  logic             i_vld,
    output logic             o_rdy,
    input  logic [DATAW-1:0] i_data,
    input  logic [INFOW-1:0] i_info,
    output logic             o_vld,
    input  logic             i_rdy,
    output logic [DATAW-1:0] o_data,
    output logic [INFOW-1:0] o_info
);
logic [1:0] rd_ptr, wr_ptr;
logic [DATAW+INFOW-1:0] mem [2];
assign {o_data, o_info} = mem[rd_ptr[0]];
assign o_rdy = (rd_ptr[0] != wr_ptr[0]) || (rd_ptr[1] == wr_ptr[1]);
assign o_vld = rd_ptr != wr_ptr;
always @(posedge clk) begin
    if (i_vld && o_rdy)
        mem[wr_ptr[0]] <= {i_data, i_info};
end
always @(posedge clk, negedge rst_n) begin
    if (!rst_n) begin
        rd_ptr <= 2'b0;
        wr_ptr <= 2'b0;
    end else begin
        if (i_rdy && o_vld)
            rd_ptr <= rd_ptr + 2'b1;
        if (i_vld && o_rdy)
            wr_ptr <= wr_ptr + 2'b1;
    end
end
endmodule
module axil2reg_wr #(
    parameter ADDR_WIDTH = 32,
    parameter DATA_WIDTH = 32,
    parameter STRB_WIDTH = DATA_WIDTH/8
) (
    input  logic clk,
    input  logic rst_n,
    input  logic [ADDR_WIDTH-1:0]  s_axil_awaddr,
    input  logic            [2:0]  s_axil_awprot,
    input  logic                   s_axil_awvalid,
    output logic                   s_axil_awready,
    input  logic [DATA_WIDTH-1:0]  s_axil_wdata,
    input  logic [STRB_WIDTH-1:0]  s_axil_wstrb,
    input  logic                   s_axil_wvalid,
    output logic                   s_axil_wready,
    output logic            [1:0]  s_axil_bresp,
    output logic                   s_axil_bvalid,
    input  logic                   s_axil_bready,
    output logic [ADDR_WIDTH-1:0]  reg_wr_addr,
    output logic [DATA_WIDTH-1:0]  reg_wr_data,
    output logic [STRB_WIDTH-1:0]  reg_wr_strb,
    output logic                   reg_wr_en,
    input  logic                   reg_wr_okay
);
localparam AXI_OKAY   = 2'b00;
localparam AXI_SLVERR = 2'b10;
logic idle;
logic okay;
logic [DATA_WIDTH-1:0] data;
logic en_d;
assign s_axil_awready = idle && s_axil_wvalid;
assign s_axil_wready  = idle && s_axil_awvalid;
assign s_axil_bresp = (en_d ? reg_wr_okay : okay) ? AXI_OKAY : AXI_SLVERR;
assign s_axil_bvalid = !idle;
assign reg_wr_addr = s_axil_awaddr;
assign reg_wr_data = s_axil_wdata;
assign reg_wr_strb = s_axil_wstrb;
assign reg_wr_en = idle && s_axil_awvalid && s_axil_wvalid;
always_ff @(posedge clk or negedge rst_n) begin
    if (!rst_n) begin
        idle <= 1'b1;
        en_d <= 1'b0;
    end else begin
        idle <= idle ? !(s_axil_awvalid && s_axil_wvalid) : s_axil_bready;
        en_d <= reg_wr_en;
    end
end
always_ff @(posedge clk) begin
    if (en_d) begin
        okay <= reg_wr_okay;
    end
end
endmodule
--- design/flow/run.sh ---
#!/bin/bash
# OpenROAD 26Q1-2900-gdf79404cd8, Yosys 0.63+post, stock flow scripts
make -C /OpenROAD-flow-scripts/flow DESIGN_CONFIG=/design/flow/config.mk WORK_HOME=/design/flow/orfs finish
==> results.toml <==
# generated from flow reports
[finish]
fin_area_um2 = 37100
drive_gt1_share_pct = 7.90
areaGrowthSynthToFinish_pct = 15.8
postLayoutCoreUtil_pct = 35.1

[timing]
finalSetupViolations = 0
rsz0062_at_grt = "false"
fin_crit_ps = 7210
tns_ps = 0
slew_violations = 0
hold_slack_ps = 424
timing.final.crit_share_pct = 49.0
fmax_mhz = 139
hold_violations = 0
worst-slew-pin-transition_ps = 813
fin_worst_skew_ps = 23.9
relSlewSlack_pct = 45.8

[detailed_routing]
finalWirelength_um = 72300
vias = 19957
wl_per_cell_um = 15.9
route.detailed.drc = 0
vias_per_cell = 4.39
drtAntennaViolNets = 0
first_pass_iters = 16
first_iter_violations = 686

[floorplanning]
num_io_pins = 413
initCoreUtil_pct = 30.4
rows = 119
core_area_um2 = 106000
die_height_um = 329
die_area_um2 = 108000
die_w_um = 329

[setup_path]
path_class = "reg -> out"
startpoint_type = "flop"
cp_max_fo = 9
end_kind = "output port"
critical_path_required_ps = 11760
cp.arrival_ps = 4270

[synth]
syn-mean-instance-area_um2 = 11.1
async_flop_share_pct = 3.37
yosys_warnings = 36
syn_inst = 2903
synth.top_cells.by_count = "479 x inv_1, 348 x edfxtp_1, 322 x fa_1"
top_area_cell = "edfxtp_1"
top_cell = "inv_1"
edf_count = 348
yosysChipArea_um2 = 32100
ff_type = "edfxtp_1"
synth.distinct_cells = 60
area_leaders = "edfxtp_1 33%, fa_1 20%, ha_1 8.5%"
syn-cell-area_um2 = 32100
ys_cells = 2903
top_area_share_pct = 32.6
ys.flops = 386
yosysSeqAreaShare_pct = 35.1

[clocking]
cts_inserted_buffers = 44
cts_resized = 0
path_clk_slew_ps = 60
tritoncts = "yes"
h-tree-depth = 2
cts_hold_buf = 0
cts_setup_buffers = 0
clock_sinks = 386
cts_root_buffer = "clkbuf_16"
insertion_delay_ps = 600
clock_path_buffers = 3

[global_route]
antenna_found_initial = 24
first_global_vias = 20402
gr-total-overflow = 0
grt_pass1_wl_um = 115000
grt_max_degree = 49
grt_usage_pct = 14.3

[job]
warning_count = 103
maxCapViolations = 0

[run_status]
status = "complete, no violations"

[min_path]
hold_class = "reg -> reg"

[placed_design]
placed_cell_area_um2 = 35700
place.gp.congestion = 0.849
port-buffer-count = 249
hpwl_um = 53400
## sequential cells by signal (all words and copies together), names as in the netlist, 8 cells and up
signal and flops:
max_cnt 8, rd_base 32, scale 16, u_ag.rd_addr_cnt 8, u_ag.wr_addr_cnt 8, u_ag.wr_resp_cnt 8
u_buf0.mem 130, u_buf1.mem 130, wr_base 32
## worst paths after layout
check	from	to	slack [ps]	depth (start not counted)
min reg2reg	u_conv.okay	u_conv.okay	420	1
min in group asynchronous	rst_n	u_conv.en_d	2660	2
min	u_conv.okay	u_conv.okay	420	1
max in group asynchronous	rst_n	u_conv.idle	11790	2
max	u_ag.rd_addr_cnt[0]	m_axi_araddr[16]	7490	11
max reg2reg	u_buf0.rd_ptr[0]	u_buf1.mem[0][32]	7770	19
## logic make-up after synthesis
| logic type | Yosys count | synth area share (%) |
|---|---|---|
| adder cells (fa/ha/maj) | 539 | 28.6 |
| AND/OR/NAND/NOR | 778 | 12.1 |
| multiplexers | 133 | 4.85 |
| AND-OR/OR-AND | 125 | 2.48 |
| flip-flops | 386 | 35.1 |
| buffers and inverters | 679 | 9.39 |
| other | 2 | 0.0234 |
| XOR/XNOR | 261 | 7.46 |
## final cells by class
cell class | count | area [µm²]
clock inverters | 31 | 319
clock buffers | 50 | 1120
repair buffers | 282 | 2740
fillers | 10363 | 68600
well taps | 1391 | 1740
inverters | 479 | 1800
flip-flops and latches | 386 | 11300
diodes | 1 | 2.50
multi-input cells | 1922 | 18100
## worst max-delay path, cell delays in order (launching register included)
cell	delay (ps)
dfxtp_1	470
ha_1	230
inv_1	60
fa_1	420
nor2b_1	120
o21ai_0	100
a21boi_0	250
o21ai_0	160
a21oi_1	680
o211ai_1	220
xnor2_1	400
clkdlybuf4s50_1	560
## metrics by stage
step / setup slack [ps] / instances
after floorplan: 8480 / 2987
after global routing: 7210 / 4542
after global placement: 7700 / 4460
after detailed placement: 7710 / 4460
after CTS: 7420 / 4541
final: 7490 / 4542
## placed cells by master, fill, tap and decap left out, types with 5 or more instances in the layout
cell,instances
nor2_1,65
clkbuf_1,6
xnor2_1,164
dfrtp_1,10
nor4_1,13
nand4_1,10
clkinv_2,7
fa_1,322
nor3_1,19
and4_1,5
and2_1,236
nor2b_1,40
clkinv_1,5
a21o_1,13
buf_4,33
clkbuf_16,44
xnor3_1,5
nand2_1,319
o21ai_0,24
mux2_4,18
mux2_2,106
and2b_1,6
nand2b_1,11
o211ai_1,11
clkdlybuf4s50_1,249
o21a_1,7
mux2i_1,8
inv_1,479
conb_1,86
dfxtp_1,25
and3_1,13
xor2_1,87
ha_1,217
edfxtp_1,348
nand3_1,18
inv_6,5
a21oi_1,40
## layer usage
metal | track usage [%] | vias up | wire length, µm
met3 | 6.11 | 107 | 7000
met2 | 21.7 | 587 | 32600
met1 | 20.2 | 9754 | 31100
met4 | 2.06 | 42 | 1260
met5 | 0 | - | 274
li1 | - | 9467 | -
